==> run.sh <==
#!/bin/bash
# OpenROAD 26Q1-2900-gdf79404cd8, Yosys 0.63+post, stock flow scripts
make -C /OpenROAD-flow-scripts/flow DESIGN_CONFIG=/design/flow/config.mk WORK_HOME=/design/flow/orfs finish
==> config.mk <==
export PLATFORM = sky130hd
export DESIGN_NAME = GSIM
export DESIGN_NICKNAME = GSIM
export VERILOG_FILES = /design/flow/design.v
export SDC_FILE = /design/flow/constraint.sdc
export NUM_CORES = 4
export LEC_CHECK = 1
export CORE_UTILIZATION = 30
==> constraint.sdc <==
current_design GSIM

set clk_period 76.1
set clk_io_pct 0.2

create_clock -name clk0 -period $clk_period [get_ports {clk}]

set non_clock_inputs [all_inputs -no_clocks]
set_input_delay [expr $clk_period * $clk_io_pct] -clock clk0 $non_clock_inputs
set_output_delay [expr $clk_period * $clk_io_pct] -clock clk0 [all_outputs]
==> design.v <==
`timescale 1ns/10ps
module GSIM ( clk, reset, in_en, b_in, out_valid, x_out);
input   clk ;
input   reset ;
input   in_en;
output  out_valid;
input signed  [15:0]  b_in;
output  [31:0]  x_out;
parameter ITERATION  = 80;
parameter state_INPUT = 3'd0;
parameter state_PE    = 3'd2;
parameter state_XDONE = 3'd4;
parameter state_OUTPUT= 3'd5;
parameter state_IDLE  = 3'd6;
reg [2:0] state, nxt_state;
reg signed [31:0] x     [0:15];
reg signed [31:0] nxt_x [0:15];
reg [4:0] counter, nxt_counter;
integer i;
reg signed [15:0] b     [0:15];
reg signed [15:0] nxt_b [0:15];
reg [3:0] b_addr, nxt_b_addr;
reg [6:0] iter, nxt_iter;
wire signed [31:0] x_result;
wire PE_valid, PE_en;
reg [3:0] check, nxt_check;
always @(*) begin
    case (state)
        state_IDLE  : nxt_state = state_INPUT;
        state_INPUT : nxt_state = (in_en) ? state_INPUT: state_PE;
        state_PE    : nxt_state = (counter == 5'd17)? state_XDONE: state_PE;
        state_XDONE : nxt_state = (iter >= ITERATION || check >= 4'd11)? state_OUTPUT: state_PE;
        state_OUTPUT: nxt_state = state_OUTPUT;
        default     : nxt_state = state;
    endcase
end
always @(posedge clk) begin
    if(reset)
        state <= state_IDLE;
    else
        state <= nxt_state;
end
always @(*) begin
    case (state)
        state_INPUT: nxt_b_addr = b_addr+1; 
        default: nxt_b_addr = 0;
    endcase
end
always @(posedge clk) begin
    if (reset) begin
        b_addr <= 0;
    end
    else begin
        b_addr <= nxt_b_addr;
    end
end
always @(*) begin
    if (in_en) begin
        for (i = 0;i < 16 ; i = i +1) begin
                nxt_b[i] = (i == b_addr)? b_in: b[i];
        end
    end
    else if (state == state_PE)begin
            nxt_b[15] = b[0];
            for (i = 0;i < 15 ; i = i +1) begin
                nxt_b[i] = b[i+1];
            end
    end
    else if (state == state_XDONE)begin
            nxt_b[0] = b[14];
            nxt_b[1] = b[15];
            for (i = 2; i < 16 ; i = i +1) begin
                nxt_b[i] = b[i-2];
            end
    end
    else begin
        for (i = 0;i < 16 ; i = i +1) begin
            nxt_b[i] = b[i];
        end
    end
end
always @(posedge clk) begin
    if (reset) begin
        for (i = 0;i < 16 ; i = i +1) begin
            b[i] <= 0;
        end
    end
    else begin
        for (i = 0;i < 16 ; i = i +1) begin
            b[i] <= nxt_b[i];
        end
    end
end
always @(*) begin
    if (in_en) begin
        for (i = 0;i < 16 ; i = i +1) begin
            nxt_x[i] = (i == b_addr)? {b_in, 16'b0}: x[i];
        end
    end
    else if (state == state_PE)begin
            nxt_x[15] = x[0];
            for (i = 0;i < 15 ; i = i +1) begin
                nxt_x[i] = x[i+1];
            end
            nxt_x[13] = (PE_valid)? x_result: x[14];
    end
    else if (state == state_XDONE)begin
            nxt_x[0] = x[14];
            nxt_x[1] = x[15];
            for (i = 2; i < 16 ; i = i +1) begin
                nxt_x[i] = x[i-2];
            end
    end
    else if (state == state_OUTPUT)begin
            nxt_x[15] = x[0];
            for (i = 0;i < 15 ; i = i +1) begin
                nxt_x[i] = x[i+1];
            end
    end
    else begin
        for (i = 0;i < 16 ; i = i +1) begin
            nxt_x[i] = x[i];
        end
    end
end
always @(posedge clk) begin
    if (reset) begin
        for (i =0 ; i < 16; i = i + 1) begin
            x[i] <= 0;
        end
    end
    else begin
        for (i =0 ; i < 16; i = i + 1) begin
            x[i] <= nxt_x[i];
        end
    end
end
always @(*) begin
    case (state) 
        state_PE: nxt_counter = counter + 1'b1;
        state_OUTPUT: nxt_counter = counter + 1'b1;
        default: nxt_counter = 0;
    endcase
end
always @(posedge clk) begin
    if (reset) begin
        counter <= 0;
    end
    else begin
        counter <= nxt_counter;
    end
end
wire signed [31:0] x1, x2, x3, x4, x5, x6;
assign x1 = (counter < 5'd3 ) ? 32'b0: x[13];
assign x2 = (counter > 5'd14) ? 32'b0: x[ 1];
assign x3 = (counter < 5'd3)  ? 32'b0: x[13];
assign x4 = (counter > 5'd13) ? 32'b0: x[ 2];
assign x5 = (counter <  5'd3) ? 32'b0: x[13];
assign x6 = (counter > 5'd12) ? 32'b0: x[ 3];
assign PE_en = (state == state_PE)? 1'b1: 1'b0;
PE PE0( .clk(clk),
        .en(PE_en),
        .x1(x1), .x2(x2), .x3(x3), .x4(x4), .x5(x5), .x6(x6),
        .b_in(b[0]),
        .x_out(x_result),
        .valid(PE_valid),
        .counter(counter)
);
always @(*) begin
    case (state)
        state_XDONE: begin  
            nxt_iter = iter + 1'b1;
        end
        default: nxt_iter = iter;
    endcase
end
always @(posedge clk) begin
    if (reset) begin
        iter <= 0;
    end
    else begin
        iter <= nxt_iter;
    end
end
always @(*) begin
    if (state == state_PE && PE_valid) begin
        nxt_check = (x_result == x[14]) ? check + 1'b1: check;
    end
    else begin
        nxt_check = 0;
    end
end
always @(posedge clk) begin
    if (reset) begin
        check <= 0;
    end
    else begin
        check <= nxt_check;
    end
end
assign x_out = x[0];
assign out_valid = (state == state_OUTPUT)? 1'b1: 1'b0;
endmodule
module PE ( clk, en, x1, x2, x3, x4, x5, x6, b_in, x_out, valid, counter);
    input clk, en;
    input signed [31:0] x1, x2, x3, x4, x5, x6;
    input signed [15:0] b_in;
    input [4:0] counter;
    output signed [31:0] x_out;
    output valid;
    wire signed [35:0] mul13_1;
    wire signed [34:0] mul6_1;
    wire signed [36:0] add_2;
    wire signed [33:0] add_3;
    wire signed [34:0] mul6_2;
    wire signed [35:0] mul13_2;
    wire signed [39:0] add_6;
    wire signed [31:0] nxt_divide_20;
    reg signed [37:0] add_4, nxt_add_4;
    reg signed [38:0] add_5, nxt_add_5;
    reg signed [31:0] divide_20;
    assign x_out = nxt_divide_20;
    assign valid = (counter >= 2)? 1'b1: 1'b0;
    assign mul13_1   = {x2[31], x2, 3'b0} + {{2{x2[31]}}, x2, 2'b0}+ {{4{x2[31]}}, x2};
    assign mul6_1    = {x4[31], x4, 2'b0} + {{2{x4[31]}}, x4, 1'b0};
    assign add_2     = mul13_1 - mul6_1;
    assign add_3     = x6 + $signed({b_in, 16'b0}) + x5;
    assign mul6_2    = {x3[31], x3, 2'b0} + {{2{x3[31]}}, x3, 1'b0};
    assign mul13_2   = {x1[31], x1, 3'b0} + {{2{x1[31]}}, x1, 2'b0}+ {{4{x1[31]}}, x1};
    assign add_6     = add_5 + mul13_2;
    divide_by20 div17(.in_div(add_6), .res(nxt_divide_20));
    always @(*) begin
        nxt_add_4 = add_2 + add_3;
        nxt_add_5 = add_4 - mul6_2;
    end
    always @(posedge clk) begin
            add_4 <= nxt_add_4;
            add_5 <= nxt_add_5;
            divide_20 <= nxt_divide_20;
    end
endmodule
module divide_by20 (in_div, res);
    input signed [39:0] in_div;
    output signed [31:0] res;
    wire signed [32:0] zero_05;
    wire signed [72:0] tmp;
    assign zero_05 = 33'b000011001100110011001100110011001;  
    assign tmp = in_div * zero_05;
    assign res = tmp[64:33];
endmodule
==> summary.txt <==
Outcome -> completed
Worst setup SP type -> input port
Postcts setup bufs -> 0
Most instantiated logic cells after routing -> 1196 x a21oi_1, 955 x nor2_1, 869 x dfxtp_1
Crit Reg-Reg Startpoint -> counter[1]
Global Route met2 Usage -> 0.2890
Met1 GRT Util -> 0.2682
Share of layout cells above drive strength 1 -> 0.04432
Detailed Place HPWL -> 168000 µm
DR WL/cell -> 19.13 µm
ANT nets after route -> 0
Final Hold Fails -> 0
Largest stage delay, worst path -> 760 ps
Via density -> 5.111
Final period util -> 0.2439
Htree depth -> 3
DP Area -> 77870 µm²
Root buf cell -> clkbuf_16
Post-synth EDFFs -> 0
Die height -> 500.0 µm
Initial antenna violation count -> 4
Rel. slew slack -> 0.3931
Vias in the first global route -> 60770
Worst clock skew -> 88.61 ps
Chip Area, Yosys -> 74410 µm²
Routed via count -> 62720
Post_cts resized -> 0
Fp_density -> 0.3023
Synth warnings -> 10
DRT Wirelength -> 234800 µm
Gr busiest metal -> met2
Chip Area -> 250000 µm²
Tightest Hold Check Type -> reg2reg
First DRT Iteration DRCs -> 5084
Routability congestion estimate from global placement -> 0.9678
Dominant logic cell type in the layout -> a21oi_1
Clk buf depth -> 3
WP buf/inv -> 5
Width of the die -> 500.0 µm
Critical Path AT -> 19180 ps
Worst path required time -> 76720 ps
Mapped Avg Cell Area -> 8.087 µm²
Count of cell types in the netlist -> 104
Clk latency of the worst-skew pair -> 740 ps
Max-slew violations -> 0
I/O Buffers -> 51
Total GRT Usage -> 0.1922
Critical Path Most Common Cell -> buf_4
R2R depth -> 67
CP top delay family -> buffers and inverters
Critical path, cell by cell -> buf_8, buf_4, buf_4, buf_4, buf_4, a211oi_1, nor3_1, a21oi_1, nor2_1
Sink Count -> 870
Min-delay src -> state[0]
Post-route DRC violation count -> 0
Achievable frequency -> 53.87 MHz
Synth Seq Share -> 0.2341
Post-cts hold buffer count -> 0
CTS clock-pin slew for the worst setup and hold paths -> 60 ps
Post-layout minimum cycle time -> 18560 ps
Setup TNS -> 0 ps
Worst slew pin tran -> 910.4 ps
Unrepaired setup endpoints after global routing -> no
Fin area -> 81480 µm²
Area grow syn2layout -> 9.504%
Cell Area, Synth -> 74410 µm²
Max-Cap Viols -> 0
First-pass GRT wire length -> 362800 µm
Log Warnings -> 73
# setup viols final -> 0
Crit Path Category -> in2reg
Worst Hold End -> state[1]
TritonCTS Buffers -> 101
Hold depth -> 2
FF-to-FF End -> check[3]
Largest net degree at the start of global routing -> 197
Worst setup EP type -> flop
Core ar. -> 246200 µm²
Ys cells -> 9201
Critical-path top delay cell -> buf_4
Site Rows -> 182
Reg2reg setup slack -> 58180 ps
Top_reg_cell synth -> dfxtp_1
GRT overflow -> 0
CP Max Fanout -> 89
Ports -> 52
Met3 Use GR -> 0.06574
Synthesized registers -> 870
Pre-Repair DR Iteration Count -> 6
CTS tree -> built
Asr flop ratio synth -> 0
Post-Synthesis Cells -> 9201
-- per-stage QoR --
stage	cells	hold WS [ps]	utilization	worst slack (ps)
6_report	12270	460.0	0.3310	57540
5_1_grt	12270	510.5	0.3310	56880
4_1_cts	12270	464.8	0.3310	57660
3_5_place_dp	12090	446.8	0.3163	56930
3_3_place_gp	12090	423.5	0.3163	56970
2_1_floorplan	9201	413.0	-	58880
-- area by class of cell --
class,instances,area [µm²]
Clock buffer,145,2954
Antenna cell,2,5.005
Timing Repair Buffer,180,1564
Fill cell,25020,164700
Clock inverter,35,656.9
Inverter,843,3164
Multi-Input combinational cell,6884,51570
Tap cell,3312,4144
Sequential cell,870,17420
-- sequential cells by signal, summed over array words and instances, names as in the netlist --
name	cells
state	5
iter	7
PE0.add_5	39
PE0.add_4	38
b_addr	4
check	4
x	512
counter	5
b	256
-- cell families (layout without fill, tap and decap cells) --
logic type	after synthesis	count (layout)	share of synthesized area
other cells	0	2	0
simple gates	3084	3084	0.1933
buf+inv	1447	1203	0.07417
compound gates	2216	2216	0.1823
fa+ha+maj	1245	1245	0.2744
flops	870	870	0.2341
xor+xnor	326	326	0.03994
mux	13	13	0.001850
-- worst register-to-register path, delay by kind of cell (launching register included) --
kind / cells / cell delay, ps
compound gates: 33 / 7140
fa+ha+maj: 12 / 5100
simple gates: 13 / 3560
buf+inv: 6 / 1080
flops: 1 / 530
xor+xnor: 3 / 460
-- Yosys cell counts (36+ instances only) --
cell / count / area share
a211oi_1: 523 / 0.053
nand3_1: 58 / 0.0039
buf_1: 51 / 0.0026
a21oi_1: 1196 / 0.080
xnor2_1: 202 / 0.024
xor2_1: 115 / 0.014
fa_1: 645 / 0.17
o21ai_0: 125 / 0.0084
a21o_1: 120 / 0.012
nor2b_1: 305 / 0.026
and2_1: 323 / 0.027
nor2_1: 955 / 0.048
o21bai_1: 36 / 0.0036
nand2_1: 746 / 0.038
dfxtp_1: 870 / 0.23
ha_1: 600 / 0.10
clkbuf_1: 544 / 0.027
inv_1: 842 / 0.042
nor3_1: 555 / 0.037
-- how the worst max path moves through the flow --
stage	startpoint	end	slack [ps]	cells past startpoint
CTS	in_en	b[7][9]	57660	9
global route	counter[1]	check[3]	56880	67
finish	in_en	b[9][9]	57540	9
-- layer usage --
layer	vias to the layer above	routed length [µm]
li1	30280	-
met1	29920	100600
met2	2156	104100
met3	359	22870
met4	4	7180
met5	-	121
